==> ./design.v <==
module adder(sum, a, b, clk, reset);
input wire clk, reset;
input  wire [7:0] a;
input  wire [7:0] b;
output reg [7:0] sum;
always @(posedge clk)
    if (reset == 1)
        sum <= 0;
    else
        sum <= a+b;
endmodule
==> ./run.sh <==
#!/bin/bash
# OpenROAD 26Q1-2900-gdf79404cd8, Yosys 0.63+post, stock flow scripts
make -C /OpenROAD-flow-scripts/flow DESIGN_CONFIG=/design/flow/config.mk WORK_HOME=/design/flow/orfs finish
==> ./config.mk <==
export PLATFORM = sky130hd
export DESIGN_NAME = adder
export DESIGN_NICKNAME = adder
export VERILOG_FILES = /design/flow/design.v
export SDC_FILE = /design/flow/constraint.sdc
export NUM_CORES = 4
export LEC_CHECK = 1
export CORE_AREA = 10 10 72 72
export DIE_AREA = 0 0 82 82
==> ./constraint.sdc <==
current_design adder

set clk_period 7.1
set clk_io_pct 0.2

create_clock -name clk0 -period $clk_period [get_ports {clk}]

set non_clock_inputs [all_inputs -no_clocks]
set_input_delay [expr $clk_period * $clk_io_pct] -clock clk0 $non_clock_inputs
set_output_delay [expr $clk_period * $clk_io_pct] -clock clk0 [all_outputs]
==> CHANGELOG.md <==
## Flow update

- Final setup violation count: 0
- Largest net degree at the start of global routing: 12
- Leading registers by flop count: sum x8
- Vias post-DR: 495
- Area enclosed by the die boundary: approximately 0.0067 mm2
- Placement-stage worst setup slack: between 3 and 4 ns
- Routed WL: 1.367 mm
- Count of H-tree levels built during CTS: 1
- Cell taking the most area after synthesis: sky130_fd_sc_hd__dfxtp_1
- Worst slew margin: roughly 78%
- Number of DRC violations after detailed-routing iteration 0: 14
- Post-Route Setup TNS: 0 ns
- Port Buf Inserts: 25
- Crit start category: primary input
- Number of buffers on the longest clock path: 2
- Overall power of the completed layout: about 150 uW
- Total number of placement rows: 22
- Top FF cell, synth: sky130_fd_sc_hd__dfxtp_1
- Yosys warnings: 1
- Core Region: 0.003689 mm2
- Root cell of the clock tree: sky130_fd_sc_hd__clkbuf_8
- Number of instances resized during post-cts repair: 0
- Path type of the worst min-delay path: in -> reg
- Log Warnings: 25
- Wire length per cell after detailed routing: ~10 um
- Proportion of synthesized chip area in sequential cells: between 30% and 40%
- Antenna-violating nets left: 0
- Arrival time of the worst setup path: ~3.2 ns
- Number of register bits inferred by synthesis: 8
- Lkg Pwr: roughly 0.35 nW
- Required arrival time at the worst endpoint: between 7 and 8 ns
- Critical setup path kind: in -> reg
- Detailed-router iteration count before antenna repair: 2
- Clock tree from TritonCTS: yes
- Synth top area share: a little under a third
- Overall track demand over capacity in global routing: roughly 4.2%
- First-pass GRT wire length: between 2 and 2.5 mm
- Post-layout period usage: between 40% and 50%
- Total overflow reported by the global router: 0
- Max-cap violations: 0
- Clock-pin slew on the worst setup and hold paths: 0.04 ns
- Via count of the first global-routing pass: 532
- Final hold viol count: 0
- Flip-flop count of the largest register, all copies and words added: 8
- Largest fanout of any net on the critical path: 3
- Slack of the critical path: 4.034 ns
- Via-per-instance ratio: approximately 3.7
- Number of buffers created by CTS: 3
- Share of cells above drive strength 1: between 8 and 9%
- Yosys stat area: between 500 and 600 um2
- Reg with most FFs: sum
- Cts hold-fix bufs: 0
- CP endpoint kind: flip-flop
- Die span in y: between 80 and 90 um
- Max Slew Vio Count: 0
- Number of antenna violations at the first check in global routing: 0
- Summed instance area of the synthesized netlist: between 500 and 600 um2
- Yosys cell count: 58
- Die W: ~82 um
- Count of flip-flops with a built-in enable after synthesis: 0
- Netlist cell types: 26
- Number of I/O pins: 26
- Routability congestion estimate: 0.7559
- Final worst hold slack: approximately 1.9 ns
- TritonCTS Sinks: 8
- Core utilization before placement: between 10 and 15%
- Remaining routing DRC violations: 0
- Run status: complete, no violations
- Antenna cells: 0
- Post-detailed-placement half-perimeter wirelength: between 1 and 1.5 mm
- Synthesized area per cell: 9.190 um2
- Power per standard cell area: ~170 mW/mm2
- Setup repair after global routing missed its margin: no
- Area Overhead vs Synth: 65.02%
- Setup repair bufs after CTS: 0
- Slew at the pin closest to its max-slew limit: about 0.34 ns
- Ranking of synthesized cells by area: sky130_fd_sc_hd__dfxtp_1, sky130_fd_sc_hd__ha_1, sky130_fd_sc_hd__nor3_1, sky130_fd_sc_hd__fa_1, sky130_fd_sc_hd__nor2b_1
- Utilization after layout: 23.85%
- Time the worst path needs with I/O delays and setup: between 3 and 4 ns
- Maximum ir drop on the vdd rail: around 0.047 mV
- Number of instances in the synthesized netlist: ~58
- Async set or reset register ratio after synthesis: 0%
- Max Freq: roughly 0.33 GHz
## power breakdown
group          switching, mW  internal (mW)  total, mW
registers            0.00119         0.0503     0.0515
logic                 0.0172         0.0288     0.0460
clock network         0.0156         0.0365     0.0521
total                 0.0339          0.116      0.150
## worst max-delay path, cell delays in order
cell	delay, ns
sky130_fd_sc_hd__clkdlybuf4s50_1	0.46
sky130_fd_sc_hd__ha_1	0.21
sky130_fd_sc_hd__inv_1	0.07
sky130_fd_sc_hd__fa_1	0.38
sky130_fd_sc_hd__nor2b_1	0.22
sky130_fd_sc_hd__o21a_1	0.16
sky130_fd_sc_hd__nor3_1	0.05
sky130_fd_sc_hd__nor3_1	0.23
## Yosys cell counts, drive strengths merged (3+ instances only)
cell type,n
a21oi,3
nor3,6
nor2b,3
dfxtp,8
o21ai,4
inv,3
nor2,3
ha,7
## final cells by class
class / instances / area [um2]
Fill cell: 409 / 2809
Multi-Input combinational cell: 46 / 356.6
Timing Repair Buffer: 25 / 250.2
Sequential cell: 8 / 160.2
Tap cell: 48 / 60.06
Clock buffer: 3 / 41.29
Inverter: 3 / 11.26
## logic make-up after synthesis
family | Yosys count | synth area share (%)
XOR/XNOR | 1 | 1.643
AND/OR/NAND/NOR | 20 | 21.60
buffers and inverters | 4 | 3.051
flip-flops | 8 | 30.05
adder cells (fa/ha/maj) | 8 | 20.19
AND-OR/OR-AND | 17 | 23.47
## worst paths after layout
check / start / endpoint / cells after the start
worst max-delay path: a[0] / sum[4] / 8
worst min-delay path: b[0] / sum[0] / 3
## cell usage in the layout, fill, tap and decap left out, types with 2 or more instances in the layout
cell type                         netlist  routed
sky130_fd_sc_hd__a21o_1                 2       2
sky130_fd_sc_hd__a21oi_1                3       3
sky130_fd_sc_hd__clkbuf_8               0       3
sky130_fd_sc_hd__clkdlybuf4s50_1        0      25
sky130_fd_sc_hd__dfxtp_1                8       8
sky130_fd_sc_hd__ha_1                   7       7
sky130_fd_sc_hd__inv_1                  3       3
sky130_fd_sc_hd__nor2_1                 3       3
sky130_fd_sc_hd__nor2b_1                3       3
sky130_fd_sc_hd__nor3_1                 6       6
sky130_fd_sc_hd__o21a_1                 2       2
sky130_fd_sc_hd__o21ai_0                2       2
sky130_fd_sc_hd__o21ai_1                2       2
sky130_fd_sc_hd__o31a_1                 2       2
sky130_fd_sc_hd__or3b_2                 2       2
## stage by stage
| stage | cells | area (um2) |
|---|---|---|
| 2_1_floorplan | 58 | 533.0 |
| 6_report | 133 | 879.6 |
| 3_3_place_gp | 130 | 838.3 |
| 4_1_cts | 133 | 879.6 |
| 5_1_grt | 133 | 879.6 |
| 3_5_place_dp | 130 | 838.3 |
## routing by layer
metal | part of all wire (%) | global-route usage (%) | vias to the layer above
li1 | - | - | 267
met1 | 44 | 5.315 | 209
met5 | 0 | 0 | -
met2 | 41 | 6.191 | 19
met4 | 0 | 0.5102 | 0
met3 | 15 | 2.643 | 0
Power is estimated from default activity; no workload was simulated.
