File: design/flow/constraint.sdc
current_design lut_multiplier_32b

set clk_period 30.6
set clk_io_pct 0.2

create_clock -name clk0 -period $clk_period

set non_clock_inputs [all_inputs -no_clocks]
set_input_delay [expr $clk_period * $clk_io_pct] -clock clk0 $non_clock_inputs
set_output_delay [expr $clk_period * $clk_io_pct] -clock clk0 [all_outputs]
File: design/flow/config.mk
export PLATFORM = sky130hd
export DESIGN_NAME = lut_multiplier_32b
export DESIGN_NICKNAME = lut_multiplier_32b
export VERILOG_FILES = /design/flow/design.v
export SDC_FILE = /design/flow/constraint.sdc
export NUM_CORES = 4
export LEC_CHECK = 1
export CORE_UTILIZATION = 40
File: design/flow/design.v
module lut_multiplier_2b(mul, a, b, reset);
input wire  reset;
input  wire [3:0] a;
input  wire [1:0] b;
output wire [7:0] mul;
wire [7:0] duplicate; 
wire [7:0] triplicate; 
assign duplicate = a << 1;
assign triplicate = duplicate + a;
assign mul = reset ? 0 : (b[1] ? (b[0] ? triplicate : duplicate) : (b[0] ? a : 8'h00));
endmodule
module lut_multiplier_4b(mul, a, b, reset);
input wire reset;
input  wire [3:0] a;
input  wire [3:0] b;
output wire [7:0] mul;
wire [1:0] b1;
wire [1:0] b2;
wire [7:0] mult_C1;
wire [7:0] mult_C2;
wire [7:0] buff_C2;
lut_multiplier_2b mult1(
    .reset(reset),
	.a(a),
	.b(b[1:0]),
	.mul(mult_C1)
	);
lut_multiplier_2b mult2(
    .reset(reset),
	.a(a),
	.b(b[3:2]),
	.mul(mult_C2)
	);
assign buff_C2 = mult_C2 << 2;
assign mul = buff_C2 + mult_C1;
endmodule
module lut_multiplier_8b(mul, a, b, reset);
input wire reset;
input  wire [7:0] a;
input  wire [7:0] b;
output wire [15:0] mul;
wire [3:0] a1;
wire [3:0] a2;
wire [3:0] b1;
wire [3:0] b2;
assign a1 = a[7:4];
assign a2 = a[3:0];
assign b1 = b[7:4];
assign b2 = b[3:0];
wire [7:0] mult_C1;
wire [7:0] mult_C2;
wire [7:0] mult_C3;
wire [7:0] mult_C4;
wire [15:0] buff1;
wire [15:0] buff2;
wire [15:0] buff3;
wire [15:0] buff4;
lut_multiplier_4b mult1(
    .reset(reset),
	.a(a2),
	.b(b2),
	.mul(mult_C1)
	);
lut_multiplier_4b mult2(
    .reset(reset),
	.a(a2),
	.b(b1),
	.mul(mult_C2)
	);
lut_multiplier_4b mult3(
    .reset(reset),
	.a(a1),
	.b(b2),
	.mul(mult_C3)
	);
lut_multiplier_4b mult4(
    .reset(reset),
	.a(a1),
	.b(b1),
	.mul(mult_C4)
	);
assign buff1 = mult_C1;
assign buff2 = mult_C2 << 4;
assign buff3 = mult_C3 << 4;
assign buff4 = mult_C4 << 8;
assign mul = buff1 + buff2 + buff3 + buff4;
endmodule
module lut_multiplier_16b(mul, a, b, reset);
input wire reset;
input  wire [15:0] a;
input  wire [15:0] b;
output wire [31:0] mul;
wire [7:0] a1;
wire [7:0] a2;
wire [7:0] b1;
wire [7:0] b2;
assign a1 = a[15:8];
assign a2 = a[7:0];
assign b1 = b[15:8];
assign b2 = b[7:0];
wire [15:0] mult_C1;
wire [15:0] mult_C2;
wire [15:0] mult_C3;
wire [15:0] mult_C4;
wire [31:0] buff1;
wire [31:0] buff2;
wire [31:0] buff3;
wire [31:0] buff4;
lut_multiplier_8b mult1(
    .reset(reset),
	.a(a2),
	.b(b2),
	.mul(mult_C1)
	);
lut_multiplier_8b mult2(
    .reset(reset),
	.a(a2),
	.b(b1),
	.mul(mult_C2)
	);
lut_multiplier_8b mult3(
    .reset(reset),
	.a(a1),
	.b(b2),
	.mul(mult_C3)
	);
lut_multiplier_8b mult4(
    .reset(reset),
	.a(a1),
	.b(b1),
	.mul(mult_C4)
	);
assign buff1 = mult_C1;
assign buff2 = mult_C2 << 8;
assign buff3 = mult_C3 << 8;
assign buff4 = mult_C4 << 16;
assign mul = buff1 + buff2 + buff3 + buff4;
endmodule
module lut_multiplier_32b(mul, a, b, reset);
input wire reset;
input  wire [31:0] a;
input  wire [31:0] b;
output wire [63:0] mul;
wire [15:0] a1;
wire [15:0] a2;
wire [15:0] b1;
wire [15:0] b2;
assign a1 = a[31:16];
assign a2 = a[15:0];
assign b1 = b[31:16];
assign b2 = b[15:0];
wire [31:0] mult_C1;
wire [31:0] mult_C2;
wire [31:0] mult_C3;
wire [31:0] mult_C4;
wire [63:0] buff1;
wire [63:0] buff2;
wire [63:0] buff3;
wire [63:0] buff4;
lut_multiplier_16b mult1(
    .reset(reset),
	.a(a2),
	.b(b2),
	.mul(mult_C1)
	);
lut_multiplier_16b mult2(
    .reset(reset),
	.a(a2),
	.b(b1),
	.mul(mult_C2)
	);
lut_multiplier_16b mult3(
    .reset(reset),
	.a(a1),
	.b(b2),
	.mul(mult_C3)
	);
lut_multiplier_16b mult4(
    .reset(reset),
	.a(a1),
	.b(b1),
	.mul(mult_C4)
	);
assign buff1 = mult_C1;
assign buff2 = mult_C2 << 16;
assign buff3 = mult_C3 << 16;
assign buff4 = mult_C4 << 32;
assign mul = buff1 + buff2 + buff3 + buff4;
endmodule
File: design/flow/run.sh
#!/bin/bash
# OpenROAD 26Q1-2900-gdf79404cd8, Yosys 0.63+post, stock flow scripts
make -C /OpenROAD-flow-scripts/flow DESIGN_CONFIG=/design/flow/config.mk WORK_HOME=/design/flow/orfs finish
==> flow_summary.json <==
{
  "post_cts_buffers": 0,
  "ys_top_logic_family": "adder cells",
  "port-buffer-count": 129,
  "leakage_nw": 23.80,
  "fp_util": 0.4029,
  "via_count": 41502,
  "n_clock_buffer": 0,
  "muxShareOfSynthArea": 0.07874,
  "yosys_warnings": 0,
  "place_congestion": 0.9852,
  "ctsHoldBuffers": 0,
  "syn_to_final_growth_pct": 6.520,
  "required_ps": 24480,
  "maxSlewHeadroom": 0.3202,
  "min_path_type": "in -> out",
  "core_sq_mm": 0.1087,
  "p_sw_mw": 2.484,
  "flop_area_sq_um": 0,
  "comb_area_sq_mm": 0.03968,
  "pwr-share-clk": 0,
  "synth_cell_types": 68,
  "syn_area_per_cell_sq_um": 7.033,
  "yosysSeqAreaShare": 0,
  "setup.worst_path.start_class": "input port",
  "crit_path_start": "a[1]",
  "drc": 0,
  "max_freq_mhz": 39.47,
  "worst_slew_pin_slew_ps": 1012,
  "synth_stat.cells": 6227,
  "synthesis.area_sq_mm": 0.04379,
  "grt_pass1_vias": 39039,
  "vias_per_cell": 5.490,
  "synthTopCellsByCount": "709 x inv_1, 672 x ha_1, 666 x nor2_1, 572 x nand2_1, 497 x a21oi_1",
  "setup_ws_ps": 5266,
  "outcome": "completed",
  "powerDensity_mw_per_mm2": 102.6,
  "ys_sh_adder": 0.3150,
  "syn_inst": 6227,
  "timing.hold.ws_ps": 13110,
  "nFlopsAndLatches": 0,
  "final_cell_area_sq_mm": 0.04665,
  "ant_nets": 0,
  "cap_viol_max_count": 0,
  "finalCritPeriodShare": 0.8279,
  "rsz0062_at_grt": "false",
  "rows": 121,
  "xor_share": 0.1226,
  "post_cts_resize_count": 0,
  "vdd_drop_max_uv": 200.1,
  "tns_ps": 0,
  "fin_crit_ps": 25330,
  "grt_usage": 0.2926,
  "hold_violations": 0,
  "yosysChipArea_sq_mm": 0.04379,
  "max_stage_delay_ps": 820,
  "simple_gate_share": 0.1916,
  "grt_pass1_wl_um": 241000,
  "drive_gt1_frac": 0.07813,
  "fin_cells": 7560,
  "cp_data_arrival_time_ps": 19210,
  "netlist.area_leader.share": 0.1920,
  "grt_max_degree": 62,
  "wl_per_cell_um": 21.21,
  "grt_overflow": 0,
  "n_fill_cell": 11058,
  "dieArea_sq_mm": 0.1108,
  "combPwrFrac": 1.000,
  "worst_path_max_delay_cell": "fa_1",
  "p_int_mw": 2.300,
  "cpLargestDelayFamily": "AND-OR/OR-AND gates",
  "hpwlAfterDp_um": 120200,
  "setup_viol": 0,
  "routed_wl_um": 160400,
  "grt_antenna_before_repair": 4,
  "top_cell": "inv_1",
  "cp_max_fo": 20,
  "swShare": 0.5192,
  "dr.pass1.iters": 6,
  "worstSetupPathType": "in -> out",
  "pwr-share-seq": 0,
  "hp-start": "reset",
  "dpl-instance-area_sq_mm": 0.04664,
  "top_area_cell": "ha_1",
  "finalPower_mw": 4.784,
  "warnings": 40,
  "crit_path_end_kind": "output port",
  "post-place-ws_ps": 5087,
  "dieHeight_um": 332.9,
  "topCellsByArea": "ha_1 19%, fa_1 12%, xnor2_1 8.5%",
  "drv_slew": 0,
  "place_inst": 7558,
  "drt_iter0_drc": 3274,
  "io_pins": 129,
  "final_util": 0.4291,
  "synthAoiAreaFrac": 0.1977,
  "die_x_um": 332.9,
  "critPathBufInv": 7
}
[cell usage in the layout, fill, tap and decap left out, types with 5 or more instances in the layout]
| master | synthesis | final |
|---|---|---|
| a211oi_1 | 6 | 6 |
| a21boi_0 | 28 | 28 |
| a21o_1 | 239 | 239 |
| a21oi_1 | 497 | 497 |
| a22oi_1 | 188 | 188 |
| a31oi_1 | 9 | 9 |
| and2_1 | 127 | 127 |
| and3_1 | 16 | 16 |
| buf_2 | 0 | 23 |
| buf_4 | 0 | 180 |
| clkdlybuf4s50_1 | 0 | 105 |
| fa_1 | 269 | 269 |
| ha_1 | 672 | 672 |
| inv_1 | 709 | 709 |
| mux2_2 | 204 | 204 |
| mux2i_1 | 115 | 115 |
| nand2_1 | 572 | 572 |
| nand2b_1 | 70 | 70 |
| nand3_1 | 50 | 50 |
| nand3b_1 | 51 | 51 |
| nand4_1 | 9 | 9 |
| nor2_1 | 666 | 666 |
| nor2b_1 | 150 | 142 |
| nor2b_2 | 0 | 8 |
| nor3_1 | 20 | 20 |
| nor3b_1 | 19 | 19 |
| o211ai_1 | 29 | 29 |
| o21a_1 | 27 | 27 |
| o21ai_0 | 341 | 341 |
| o21ai_1 | 7 | 7 |
| o21bai_1 | 16 | 16 |
| o31ai_1 | 5 | 5 |
| or2_2 | 54 | 54 |
| or3_1 | 10 | 10 |
| xnor2_1 | 425 | 425 |
| xor2_1 | 186 | 186 |
[worst paths after layout]
| path | endpoint | depth (start not counted) |
|---|---|---|
| worst max-delay path | mul[63] | 52 |
| worst min-delay path | mul[1] | 3 |
[layout make-up]
class | count | share of cell area
antenna | 2 | 0.0001073
inverter | 710 | 0.05713
multi-input combinational | 5125 | 0.8505
tap | 1414 | 0.03793
timing repair buffer | 309 | 0.05429
[cell families after synthesis]
family	Yosys count
buffers and inverters	1102
muxes	319
adders and majority gates	941
and+or+nand+nor	1828
AOI/OAI and AO/OA	1425
xor gates and xnor gates	612
[power by group through the flow]
| stage | logic (mW) | clock network (mW) | registers (mW) |
|---|---|---|---|
| final | 4.78 | 0.00000000425 | 0 |
| after global routing | 5.31 | 0 | 0 |
| after CTS | 4.83 | 0 | 0 |
[layer usage]
layer  GRT usage  vias up  share of wire  wire length, um
li1            -    20489              -                -
met1      0.4171    19109           0.44            70540
met2      0.4363     1628           0.42            67470
met3     0.07247      274           0.10            16030
met4     0.09472        2          0.039             6335
met5           0        -       0.000081               13
Power is estimated from default activity; no workload was simulated.
